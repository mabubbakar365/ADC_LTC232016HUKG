==> ./design.v <==
`timescale 1ns / 1ps
module adcControl(
    input CLK,
    input PERFORM,
    input CLKOUT,
    input SDO1,
    input SDO2,
    input SDO3,
    input SDO4,
    input SDO5,
    input SDO6,
    input SDO7,
    input SDO8,
    output ch1Max,
    output ch2Max,
    output ch3Max,
    output ch4Max,
    output ch5Max,
    output ch6Max,
    output ch7Max,
    output ch8Max,
    output SCK,
    output reg CNV
    );
    parameter START = 3'b000;
    parameter ACQ = 3'b001;
    parameter DATA = 3'b010;
    parameter CLEANUP = 3'b011;
    parameter VALUE = 2000000;
    reg[2:0] state;
    reg[20:0] validTimer;
    reg[16:0] counter;
    reg[3:0] bitIndex;
    reg[15:0] data1;
    reg[15:0] data2;
    reg[15:0] data3;
    reg[15:0] data4;
    reg[15:0] data5;
    reg[15:0] data6;
    reg[15:0] data7;
    reg[15:0] data8;
    reg[15:0] ch1;
    reg[15:0] ch2;
    reg[15:0] ch3;
    reg[15:0] ch4;
    reg[15:0] ch5;
    reg[15:0] ch6;
    reg[15:0] ch7;
    reg[15:0] ch8;
    reg[15:0] ch1Max;
    reg[15:0] ch2Max;
    reg[15:0] ch3Max;
    reg[15:0] ch4Max;
    reg[15:0] ch5Max;
    reg[15:0] ch6Max;
    reg[15:0] ch7Max;
    reg[15:0] ch8Max;
    reg flag;
    reg checkBit;
    reg dataValid;
    initial 
        begin
            state <= 0;
            flag <= 0;
            validTimer <= 0;
            checkBit <= 0;
            counter <= 0;
            dataValid <= 0;
            bitIndex <= 15;
            data1 <= 0;
            data2 <= 0;
            data3 <= 0;
            data4 <= 0;
            data5 <= 0;
            data6 <= 0;
            data7 <= 0;
            data8 <= 0;
            ch1 <= 0;
            ch2 <= 0;
            ch3 <= 0;
            ch4 <= 0;
            ch5 <= 0;
            ch6 <= 0;
            ch7 <= 0;
            ch8 <= 0;
            ch1Max <= 0;
            ch2Max <= 0;
            ch3Max <= 0;
            ch4Max <= 0;
            ch5Max <= 0;
            ch6Max <= 0;
            ch7Max <= 0;
            ch8Max <= 0;
        end
    assign SCK = CLK && flag;
    always @(posedge CLK)
         begin
            if((validTimer < VALUE) && (PERFORM == 1))
                begin
                    checkBit <= 1;
                    validTimer <= validTimer + 1;
                end
            else
                begin
                    checkBit <= 0;
                    validTimer <= 0;
                    ch1Max <= ch1;
                    ch2Max <= ch2;
                    ch3Max <= ch3;
                    ch4Max <= ch4;
                    ch5Max <= ch5;
                    ch6Max <= ch6;
                    ch7Max <= ch7;
                    ch8Max <= ch8;
                end
         end
    always @(posedge CLK)
        begin
            if(checkBit == 1) 
                begin
                    case(state)
                        START:
                            begin
                                if(counter < 10)
                                    begin
                                        flag <= 0;
                                        CNV <= 1;
                                        counter <= counter + 1;
                                        state <= START;
                                    end
                                else
                                    begin   
                                        flag <= 0;
                                        counter <= 0;
                                        CNV <= 0;
                                        state <= ACQ;
                                    end
                            end
                        ACQ:
                            begin
                                if(counter < 15)
                                    begin
                                        flag <= 0;
                                        CNV <= 0;
                                        counter <= counter + 1;
                                        state <= ACQ;
                                    end
                                else
                                    begin
                                        flag <= 0;
                                        counter <= 0;
                                        CNV <= 0;
                                        state <= DATA;
                                    end
                            end
                        DATA:
                           begin
                            if(counter < 16)
                                begin
                                    flag <= 1;
                                    counter <= counter + 1;
                                    state <= DATA;
                                end
                            else
                                begin
                                    flag <= 0;
                                    counter <= 0;
                                    state <= CLEANUP;
                                end
                           end
                       CLEANUP:
                        begin
                            if(counter < 1)
                                begin
                                    flag <= 0;
                                    counter <= counter + 1;
                                    dataValid <= 1;
                                    state <= CLEANUP;
                                end
                            else
                                begin
                                    counter <= 0;
                                    dataValid <= 0;
                                    state <= START;
                                end
                        end
                    CLEANUP:
                        begin
                            flag <= 0;
                            counter <= 0;
                            state <= START;
                        end
                    endcase
                end
            else
                begin
                    flag <= 0;
                    dataValid <= 1;
                    counter <= 0;
                    CNV <= 0;
                end
        end
    always @(posedge CLKOUT)    
        begin
            if(bitIndex > 0) 
                begin
                    data1[bitIndex] <= SDO1;
                    data2[bitIndex] <= SDO2;
                    data3[bitIndex] <= SDO3;
                    data4[bitIndex] <= SDO4;
                    data5[bitIndex] <= SDO5;
                    data6[bitIndex] <= SDO6;
                    data7[bitIndex] <= SDO7;
                    data8[bitIndex] <= SDO8;
                    bitIndex <= bitIndex - 1;
                end
            else
                begin
                    bitIndex <= 15;
                end
        end
    always @(posedge dataValid)
        begin
            if(ch1 < data1) ch1 <= data1;
            if(ch2 < data2) ch2 <= data2;
            if(ch3 < data3) ch3 <= data3;
            if(ch4 < data4) ch4 <= data4;
            if(ch5 < data5) ch5 <= data5;
            if(ch6 < data6) ch6 <= data6;
            if(ch7 < data7) ch7 <= data7;
            if(ch8 < data8) ch8 <= data8;
        end
endmodule
==> ./run.sh <==
#!/bin/bash
# OpenROAD 26Q1-2900-gdf79404cd8, Yosys 0.63+post, stock flow scripts
make -C /OpenROAD-flow-scripts/flow DESIGN_CONFIG=/design/flow/config.mk WORK_HOME=/design/flow/orfs finish
==> ./config.mk <==
export PLATFORM = sky130hd
export DESIGN_NAME = adcControl
export DESIGN_NICKNAME = adcControl
export VERILOG_FILES = /design/flow/design.v
export SDC_FILE = /design/flow/constraint.sdc
export NUM_CORES = 4
export LEC_CHECK = 1
export CORE_UTILIZATION = 50
export SYNTH_HDL_FRONTEND = slang
==> ./constraint.sdc <==
current_design adcControl

set clk_period 12.3
set clk_io_pct 0.2

create_clock -name clk0 -period $clk_period [get_ports {CLK}]
create_clock -name clk1 -period $clk_period [get_ports {CLKOUT}]

set non_clock_inputs [all_inputs -no_clocks]
set_input_delay [expr $clk_period * $clk_io_pct] -clock clk0 $non_clock_inputs
set_output_delay [expr $clk_period * $clk_io_pct] -clock clk0 [all_outputs]
==> results_tabular.tex <==
% Auto-generated results table
\begin{tabular}{lr}
\hline
Metric & Value \\
\hline
\multicolumn{2}{l}{\textbf{Critical path}} \\
\quad Largest fanout on the critical path & 2 \\
\quad Endpoint kind of the worst setup timing path & primary output \\
\quad Source of the critical timing path & CLK \\
\quad Classification of the worst setup path & clock port to primary output \\
\quad Critical path data required time & 9.84 ns \\
\quad Arrival time at the worst endpoint & 6.94 ns \\
\quad Startpoint of the worst-slack reg-to-reg timing path & validTimer[7]\$\_SDFF\_PN0\_ \\
\quad Startpoint type of the worst setup path & clock port \\
\multicolumn{2}{l}{\textbf{Final timing}} \\
\quad Endpoints left unconstrained & 360 \\
\quad RSZ-0062 raised after global routing & no \\
\quad Setup tns final & 0 ns \\
\quad Final Hold Vio Count & 0 \\
\quad Final Max Slew Viols & 0 \\
\quad Count of unclocked register or latch pins & 120 \\
\quad Rel. slew slack & 44.33\% \\
\quad Slew at the pin with the worst max-slew slack & 0.8351 ns \\
\quad Setup violations, final & 0 \\
\quad Worst Clk Skew & 0.007849 ns \\
\multicolumn{2}{l}{\textbf{Final layout}} \\
\quad Dominant logic cell types in the final layout & sky130\_fd\_sc\_hd\_\_edfxtp\_1 (360), sky130\_fd\_sc\_hd\_\_clkdlybuf4s50\_1 (131), sky130\_fd\_sc\_hd\_\_inv\_1 (122) \\
\quad Total area of sequential cells & 11820 µm² \\
\quad Fin util & 60.91\% \\
\quad Proportion of layout cells with a drive suffix above 1 & 8.347\% \\
\quad Register with the most flip-flops & validTimer \\
\quad Fill cells & 2328 \\
\quad Flip-flop count of the largest register after layout & 21 \\
\quad Total non-filler cell area in the finished layout & 19270 µm² \\
\quad Most common cell after layout, fill and taps aside & sky130\_fd\_sc\_hd\_\_edfxtp\_1 \\
\quad Registers with the most flip-flops & validTimer: 21 flops, counter: 17 flops \\
\quad Growth of design area from synthesis to finish & 19.44\% \\
\quad Logic area & 3816 µm² \\
\quad Filler-free cell count of the finished design & 1636 \\
\multicolumn{2}{l}{\textbf{Floorplanning}} \\
\quad Cell row count & 65 \\
\quad Die height & 181.6 µm \\
\quad Width of the chip & 181.6 µm \\
\quad Die outline area & 32990 µm² \\
\quad Core area & 31640 µm² \\
\quad Boundary pin count & 141 \\
\quad Initial standard-cell utilization of the core & 51.00\% \\
\multicolumn{2}{l}{\textbf{Pwr}} \\
\quad Pwr per Cell Area & 114.7 nW/µm² \\
\quad VDD IR-drop max & 0.1344 mV \\
\quad Static leakage & 0.007325 µW \\
\quad Sw Ratio & 19.32\% \\
\quad Combinational group share of total power & 1.7\% \\
\quad Power share of the sequential group & 48.7\% \\
\quad Internal power component & 1783 µW \\
\quad Power dissipated by switching net loads & 426.9 µW \\
\quad Part of the power in the clock network & 49.6\% \\
\quad Post-layout total power & 2210 µW \\
\multicolumn{2}{l}{\textbf{Yosys}} \\
\quad Post-synthesis area per instance & 15.59 µm² \\
\quad Biggest area consumer among synthesized cells & sky130\_fd\_sc\_hd\_\_edfxtp\_1 \\
\quad Combinational family with the most area after synthesis & adder cells \\
\quad Number of cells in Yosys stat & 1035 \\
\quad Aoi share & 4.637\% \\
\quad And+or+nand+nor area frac & 7.646\% \\
\quad Most common flop cell mapped by yosys & sky130\_fd\_sc\_hd\_\_edfxtp\_1 \\
\quad Chip Area, Yosys & 16130 µm² \\
\quad Ys flops & 410 \\
\quad Count of distinct cell types in the synthesized netlist & 55 \\
\quad Synthesized cell area & 16130 µm² \\
\quad Proportion of register bits with asynchronous set or reset after synthesis & 0\% \\
\quad Share of the synthesized area in the top cell type & 67.00\% \\
\quad Post-Syn Instances & 1035 \\
\quad Number of enable flip-flop cells & 360 \\
\quad Xor/xnor cell area share of the yosys netlist & 1.574\% \\
\quad Proportion of synthesized chip area in sequential cells & 73.21\% \\
\quad Yosys synthesis warning count & 0 \\
\quad Most area-consuming cells after synthesis & sky130\_fd\_sc\_hd\_\_edfxtp\_1 (67\%), sky130\_fd\_sc\_hd\_\_ha\_1 (9.2\%), sky130\_fd\_sc\_hd\_\_dfxtp\_1 (6.2\%), sky130\_fd\_sc\_hd\_\_inv\_1 (2.8\%), sky130\_fd\_sc\_hd\_\_nor2\_1 (1.4\%) \\
\quad Mux frac, synth & 0.06204\% \\
\quad Adder-cell share of the synthesized area & 9.228\% \\
\multicolumn{2}{l}{\textbf{GRT}} \\
\quad Leftover overflow at the end of global routing & 0 \\
\quad Global Route Usage Sum & 20.98\% \\
\quad Maximum number of pins on one net before global-route repair & 66 \\
\quad Antenna violations before repair & 1 \\
\quad Met2 track demand over resource & 30.15\% \\
\quad Most utilized layer in the global route result & met1 \\
\quad Met3 Usage GRT & 9.468\% \\
\quad Wire length of the first global-routing pass & 46370 µm \\
\quad Vias in the first global route & 8451 \\
\quad GR Layer Usage met1 & 33.60\% \\
\multicolumn{2}{l}{\textbf{Route}} \\
\quad Routed len/inst & 18.31 µm \\
\quad DRC violations left & 0 \\
\quad DRT antenna net count & 0 \\
\quad Wirelength, routed & 29950 µm \\
\quad Number of DRC markers after the initial detailed-route iteration & 365 \\
\quad Length of the first detailed-routing pass in iterations & 4 \\
\quad Vias & 8446 \\
\quad Vias per inst & 5.163 \\
\quad Number of antenna repair diodes & 0 \\
\multicolumn{2}{l}{\textbf{Place}} \\
\quad Detailed placement HPWL & 20230 µm \\
\quad Port Buffer Count & 131 \\
\quad GPL Wtd Cong & 0.8641 \\
\quad \# placed instances & 1571 \\
\quad Instance area after placement & 18020 µm² \\
\multicolumn{2}{l}{\textbf{Outcome}} \\
\quad Run status & finished clean \\
\multicolumn{2}{l}{\textbf{CTS}} \\
\quad Clock tree from TritonCTS & done \\
\quad Clock transition at the registers of the reported paths & 0.05 ns \\
\quad Cts-stage hold buffer count & 0 \\
\quad CTS resizes & 0 \\
\quad Setup Fix Bufs, Post-CTS & 0 \\
\multicolumn{2}{l}{\textbf{Hold path}} \\
\quad Startpoint of the lowest-slack hold path & bitIndex[0]\$\_SDFF\_PP1\_ \\
\quad Kind of path behind the tightest hold check & flop to flop \\
\multicolumn{2}{l}{\textbf{Run}} \\
\quad Tally of OpenROAD warnings & 32 \\
\quad Max-capacitance violation count & 0 \\
\hline
\end{tabular}
-- cell families (layout without fill, tap and decap cells) --
logic type	count (synthesis)	count (layout)
DFF	410	410
and+or+nand+nor	224	224
buffers and inverters	142	334
adders and majority gates	119	119
AOI/OAI and AO/OA	109	109
xor gates and xnor gates	29	29
other	1	8
muxes	1	1
-- per-stage QoR --
step | hold slack [ns] | worst slack [ns]
after floorplan | 0.4033 | 3.576
after global routing | 0.4656 | 2.880
final | 0.4408 | 2.903
after global placement | 0.4218 | 3.181
after detailed placement | 0.4281 | 3.181
after CTS | 0.4422 | 2.880
-- cell usage after synthesis (all sizes together), types with 6 or more instances --
cell	number
edfxtp	360
nor2	60
a21oi	29
xor2	24
inv	122
buf	15
nor3	29
o21ai	12
nand2	46
a21boi	10
and2	12
dfxtp	50
and3	10
a211oi	9
ha	119
nand4	28
nor4	6
a2111oi	8
nand4b	8
o211ai	24
nand3	15
-- layer usage --
| metal | up-vias | share of wire (%) |
|---|---|---|
| met5 | - | 0.33 |
| met4 | 4 | 1.9 |
| met3 | 35 | 9.5 |
| met2 | 244 | 47 |
| met1 | 3999 | 41 |
| li1 | 4164 | - |
-- power groups by stage --
stage | logic [µW] | registers [µW] | clock network [µW]
finish | 37.6 | 1080 | 1100
global route | 41.5 | 1080 | 1160
CTS | 38.7 | 1080 | 1130
-- final timing paths --
check | endpoint | slack [ns] | depth (start not counted)
hold reg to reg | bitIndex[0]$_SDFF_PP1_ | 0.44 | 1
min in group clk0 | validTimer[0]$_SDFF_PN0_ | 0.46 | 1
hold / removal | bitIndex[0]$_SDFF_PP1_ | 0.44 | 1
setup / recovery | SCK | 2.90 | 4
max in group clk1 | data1[2]$_DFFE_PP_ | 9.17 | 1
setup reg to reg | ch8Max[10]$_DFFE_PN_ | 9.95 | 6
-- final cells by class --
cell class	instances	area share, %
repair buffers	145	7.337
well taps	402	2.610
flip-flops and latches	410	61.31
inverters	123	2.396
clock inverters	21	1.389
multi-input cells	490	19.80
clock buffers	45	5.155
-- worst max-delay path, cell delays in order --
cell	delay, ns
sky130_fd_sc_hd__clkbuf_16	0.12
sky130_fd_sc_hd__clkbuf_16	0.12
sky130_fd_sc_hd__and2_1	0.15
sky130_fd_sc_hd__clkdlybuf4s50_1	0.40
No activity file was given, so power comes from the tool's default toggle rates.
